==> flow/design.v <==
`timescale 1ns / 1ps
module uart_tx(input clk, input [7:0] tx_byte, input go, output busy, output tx);
    reg [8:0] baud_div = 0;
    reg tick = 0;
    always @ (posedge clk) begin
        if (go) begin
            baud_div <= 0;
            tick <= 0;        
        end
        else if (baud_div == 383) begin
            baud_div <= 0;
            tick <= 1;
        end else begin
            baud_div <= baud_div + 1;
            tick <= 0;
        end
    end
    reg [3:0] busy_counter = 0;
    assign busy = busy_counter != 0;
    always @ (posedge clk) if (go) busy_counter <= 10; else if (busy_counter != 0) if (tick) busy_counter <= busy_counter - 1;
    reg [9:0] tx_pattern = 10'b1111111111;
    assign tx = tx_pattern[0];
    always @ (posedge clk) begin
        if (go) tx_pattern <= {1'b1, tx_byte, 1'b0};  
        else if (tick) tx_pattern <= {1'b1, tx_pattern[9:1]};  
    end
endmodule
module uart_rx(input clk, input rx, output rx_done, output reg [7:0] rx_byte = 0);
    wire start;
    reg [4:0] clk16 = 0;
    reg tick16 = 0;
    always @ (posedge clk) begin
        if (clk16 == 23) begin
            clk16 <= 0;
            tick16 <= 1;
        end else begin
            clk16 <= clk16 + 1;
            tick16 <= 0;
        end
    end
    reg [4:0] clkbit = 0;
    always @ (posedge clk) if (start) clkbit <= 5'b01000; else if (tick16) clkbit <= clkbit[3:0] + 1;
    wire tickbit = clkbit[4];
    reg [10:0] byte_shifter = 11'b10000000000;
    always @ (posedge clk) if (start) byte_shifter <= 1; else if (tick16) if (tickbit) if (!byte_shifter[10]) byte_shifter <= {byte_shifter[9:0], 1'b0};
    assign rx_done = byte_shifter[9];  
    reg [1:0] rx_sync = 0;
    always @ (posedge clk) rx_sync <= {rx_sync[0], rx};
    wire rx_synced = rx_sync[1];
    reg rx_previous = 0;
    always @ (posedge clk) rx_previous <= rx_synced;
    wire falling_edge = rx_previous & ~rx_synced;
    assign start = byte_shifter[10] & falling_edge;
    always @ (posedge clk) if (tick16) if (tickbit) rx_byte <= {rx_synced, rx_byte[7:1]};
endmodule
==> flow/run.sh <==
#!/bin/bash
# OpenROAD 26Q1-2900-gdf79404cd8, Yosys 0.63+post, stock flow scripts
make -C /OpenROAD-flow-scripts/flow DESIGN_CONFIG=/design/flow/config.mk WORK_HOME=/design/flow/orfs finish
==> flow/config.mk <==
export PLATFORM = sky130hd
export DESIGN_NAME = uart_tx
export DESIGN_NICKNAME = uart_tx
export VERILOG_FILES = /design/flow/design.v
export SDC_FILE = /design/flow/constraint.sdc
export NUM_CORES = 4
export LEC_CHECK = 1
export CORE_AREA = 10 10 82 82
export DIE_AREA = 0 0 92 92
==> flow/constraint.sdc <==
current_design uart_tx

set clk_period 1.7
set clk_io_pct 0.2

create_clock -name clk0 -period $clk_period [get_ports {clk}]

set non_clock_inputs [all_inputs -no_clocks]
set_input_delay [expr $clk_period * $clk_io_pct] -clock clk0 $non_clock_inputs
set_output_delay [expr $clk_period * $clk_io_pct] -clock clk0 [all_outputs]
==> results.py <==
# Flow results
metrics = {
    "die": {
        "coreArea_um2": 5070,
        "die_h_um": 92,
        "fp_util_pct": 19.0,
        "ios": 12,
        "dieArea_um2": 8460,
        "die_x_um": 92,
        "std_cell_rows": 26,
    },
    "run": {
        "tool_warnings": 25,
        "maxCapViolCount": 0,
    },
    "place": {
        "port_buffers": 11,
        "gpl.final_weighted_congestion": 0.789,
        "hpwlAfterDp_um": 1290,
        "dpl-instance-area_um2": 1190,
        "placed_cells": 176,
    },
    "route": {
        "routed_wl_um": 1790,
        "antennaDiodeCount": 0,
        "postRouteAntennaNets": 0,
        "wl_per_cell_um": 9.86,
        "post-route-drc-count": 0,
        "first_pass_iters": 4,
        "vias": 718,
        "drt_iter0_markers": 20,
        "avgViaCountPerCell": 3.97,
    },
    "cells_and_area": {
        "syn2layout_area_growth_pct": 31.0,
        "drive_gt1_share_pct": 15.3,
        "fin_cells": 181,
        "stdcell_area_um2": 1260,
    },
    "pwr": {
        "p_per_area_nw_per_um2": 776,
        "vdd_ir_drop_max_uv": 234,
        "cellLeakagePower_uw": 0.000438,
    },
    "min_path": {
        "worstHoldStart": "baud_div[0]$_SDFF_PP0_",
        "hold_end": "baud_div[0]$_SDFF_PP0_",
        "holdPathStages": 1,
        "hp-class": "reg -> reg",
    },
    "setup_path": {
        "critPathCaptureType": "output port",
        "regToRegSetupSlack_ns": 0.31,
        "ff2ff_path_depth": 7,
        "reg2reg_to": "busy_counter[1]$_SDFFE_PP1P_",
        "crit_buf_inv": 3,
        "max_stage_delay_ns": 0.33,
        "cp_top_family": "buffers and inverters",
        "crit_slowest_cell": "dfxtp_2",
        "crit_arrival_ns": 1.28,
        "crit_chain": "inv_2, ha_4, nor3b_4, inv_1, dlygate4sd2_1",
        "path_class": "reg -> out",
        "start_kind": "flop",
        "crit_fanout": 3,
        "r2r_start": "busy_counter[0]$_SDFFE_PP0P_",
        "cp.required_ns": 1.36,
    },
    "clock_tree": {
        "clk_pin_slew_ns": 0.08,
        "cts_tree": "yes",
        "cts_hold_buf": 0,
        "cts_root_buffer": "clkbuf_8",
        "htreeDepth": 1,
        "cts_sinks": 23,
        "clock_latency_ns": 0.26,
        "cts_buffers": 3,
        "cts_buffer_depth": 2,
    },
    "logic_synthesis": {
        "top_area_share_pct": 31.1,
        "edf_count": 8,
        "yosys_area_um2": 965,
        "ys_cells": 93,
        "yosysWarnings": 1,
        "netlist.top_cell.by_area": "dfxtp_1",
        "ys_types": 30,
        "topCellsByArea": "dfxtp_1 31%, edfxtp_1 25%, a22o_1 5.4%",
        "async_flop_share_pct": 0,
        "most_common_cell": "dfxtp_1",
        "postSynthCellCount": 93,
        "ff_type": "dfxtp_1",
        "synth_area_per_cell_um2": 10.4,
        "ys_seq_share_pct": 56.0,
        "synth_area_um2": 965,
        "top_cells_by_count": "15 x dfxtp_1, 9 x nor2_1, 8 x edfxtp_1",
        "synth_flops": 23,
    },
    "global_route": {
        "antenna_found_initial": 0,
        "grt_overflow": 0,
        "grt_pass1_wl_um": 3020,
        "grt_max_degree": 16,
        "grt_pass1_vias": 654,
        "track_usage_pct": 4.20,
    },
    "sta": {
        "clock_skew_ns": 0.00333,
        "setup_viol": 0,
        "min_period_over_period_pct": 95.1,
        "hold_viol": 0,
        "rsz0062_at_grt": "false",
        "slew_viol_final": 0,
        "timing.fmax_mhz": 618,
        "worst_pin_slew_ns": 0.300,
        "slew_headroom_pct": 80.0,
        "fin_tns_setup_ns": 0,
        "fin_crit_ns": 1.62,
    },
    "status": {
        "status": "finished clean",
    },
}
## worst max path at each step
stage	startpoint	to	slack, ns	depth (start not counted)
final	busy_counter[0]$_SDFFE_PP0P_	busy	0.08	5
after global routing	busy_counter[0]$_SDFFE_PP0P_	busy	0.006	5
after CTS	busy_counter[1]$_SDFFE_PP1P_	busy	0.06	5
## report_power, final
group / total, µW / switching (µW) / internal, µW / leakage [µW]
Sequential: 596 / 8.66 / 587 / 0.000203
Clock: 324 / 157 / 167 / 0.0000228
Combinational: 59.8 / 24.2 / 35.6 / 0.000212
## worst register-to-register path, stage by stage (launching register included)
cell     delay, ns
dfxtp_2       0.35
inv_2         0.05
ha_4          0.15
nor3b_4       0.14
inv_1         0.07
buf_4         0.11
a21oi_1       0.06
or3_1         0.35
## what timing repair did
item	4_1_cts	5_1_grt
resized	5	3
setup endpoints to repair	1	1
setup buffers	0	1
cloned	0	0
## logic make-up after synthesis
logic type / count (synthesis) / synth area share [%]
AND/OR/NAND/NOR: 29 / 15.8
AND-OR/OR-AND: 24 / 16.9
flip-flops: 23 / 56.0
buffers and inverters: 10 / 4.02
XOR/XNOR: 4 / 3.63
adder cells (fa/ha/maj): 2 / 2.59
multiplexers: 1 / 1.04
## per-layer routing
layer  track usage (%)  up-vias  part of all wire (%)
met5                 0        -                     0
li1                  -      374                     -
met1              5.75      336                    50
met2              6.35        8                    45
met3              1.89        0                   4.8
met4             0.129        0                     0
## area by class of cell
| cell class | instances | area (µm²) |
|---|---|---|
| fillers | 546 | 3810 |
| flip-flops and latches | 23 | 542 |
| multi-input cells | 60 | 409 |
| repair buffers | 17 | 154 |
| well taps | 70 | 87.6 |
| clock buffers | 4 | 45.0 |
| inverters | 7 | 26.3 |
## stage by stage
stage                     power [µW]  util (%)  setup WS [ns]  hold WS (ns)
after CTS                        996      24.4         0.0573         0.473
final                            980      24.9         0.0827         0.469
after global placement           669      23.4          0.119         0.447
after global routing            1030      24.9        0.00575         0.503
after floorplan                  636         -          0.409         0.430
after detailed placement         670      23.4         0.0880         0.454
## registers in the layout (all words and copies together) (netlist names)
signal,cells
baud_div,9
tx_pattern,9
busy_counter,4
tick,1
## placed cells by master, fill, tap and decap left out, types with 3 or more instances in the layout
cell type        instances
buf_4                    6
edfxtp_1                 8
nor2_1                   9
inv_1                    5
nand3_1                  3
clkdlybuf4s50_1         10
clkbuf_8                 3
a22o_1                   6
a21oi_1                  6
nand2_1                  3
or3_1                    3
o21ai_0                  6
dfxtp_1                 14
Power figures rest on the tool's default switching activity, not on a simulated workload.
